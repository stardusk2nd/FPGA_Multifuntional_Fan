[flow/constraint.sdc]
current_design fan_timer

set clk_period 5.9
set clk_io_pct 0.2

create_clock -name clk0 -period $clk_period [get_ports {clk}]

set non_clock_inputs [all_inputs -no_clocks]
set_input_delay [expr $clk_period * $clk_io_pct] -clock clk0 $non_clock_inputs
set_output_delay [expr $clk_period * $clk_io_pct] -clock clk0 [all_outputs]
[flow/run.sh]
#!/bin/bash
# OpenROAD 26Q1-2900-gdf79404cd8, Yosys 0.63+post, stock flow scripts
make -C /OpenROAD-flow-scripts/flow DESIGN_CONFIG=/design/flow/config.mk WORK_HOME=/design/flow/orfs finish
[flow/design.v]
`timescale 1ns / 1ps
module fan_timer(
    input clk, reset_p,
    input btn,           
    input [7:0] duty,
    output [2:0] led,    
    output reg timeout   
    );
    wire clk_div;
    clock_div #(100_000) second(
        .clk(clk), .reset_p(reset_p),
        .div_edge(clk_div)
    );
    integer count, timer;
    always @(posedge clk, posedge reset_p) begin
        if(reset_p) begin
            count = 0;
            timer = 0;
        end
        else if(!duty) begin
            count = 0;
            timer = 0;
        end
        else if(btn && duty) begin
            case(timer)
                0: timer = 10_000;
                10_000: begin
                    timer = 30_000;
                    count = 0;
                end
                30_000: begin
                    timer = 50_000;
                    count = 0;
                end
                50_000: begin
                    timer = 0;
                    count = 0;
                end
            endcase
        end
        else if(timer) begin
            if(clk_div) begin
                if(count < timer - 1)
                    count = count + 1;
                else begin
                    count = 0;
                    timeout = 1;     
                end
            end
        end
        else timeout = 0;    
    end
    assign led = (timer == 50_000)? 3'b111 :
                 (timer == 30_000)? 3'b011 : 
                 (timer == 10_000)? 3'b001 : 3'b000;
endmodule
`timescale 1ns / 1ps
module clock_div #(parameter N = 100)(
    input clk, reset_p,
    output reg div_edge
    );
    integer count;
    always @(posedge clk, posedge reset_p) begin
        if(reset_p) begin
            count = 0; div_edge = 0;
        end
        else if(count < (N-1)) begin
            count = count + 1;
            div_edge = 0;    
        end
        else begin
            count = 0; div_edge = 1;     
        end
    end
endmodule
module frequency_divider #(parameter N = 15)(
    input clk, reset_p,
    output clk_div
);
    reg [N-1:0] count;
    always @(posedge clk, posedge reset_p) begin
        if(reset_p)
            count = 0;
        else begin
            count = count + 1;
        end
    end
    edge_detector_p ed(
        .clk(clk), .reset_p(reset_p), .cp(count[N-1]),
        .pedge(clk_div)
    );
endmodule
[flow/config.mk]
export PLATFORM = sky130hd
export DESIGN_NAME = fan_timer
export DESIGN_NICKNAME = fan_timer
export VERILOG_FILES = /design/flow/design.v
export SDC_FILE = /design/flow/constraint.sdc
export NUM_CORES = 4
export LEC_CHECK = 1
export CORE_UTILIZATION = 40
==> results.toml <==
# yosys + openroad results
[drt]
via_count = 3984
wl_per_cell_um = 15.3
firstDrtPassIters = 5
avgViaCountPerCell = 5.65
detail_route.antenna_diodes = 0
postRouteAntennaNets = 0
drt_iter0_drcs = 282
post-route-drc-count = 0
totalWireLength_um = 10800

[synthesis]
ys_chip_area_um2 = 4770
post-synth-top-count-cell = "sky130_fd_sc_hd__nor2_1"
synth.cellmix.simpleShare_pct = 26.2
synth-adder-area-share_pct = 9.19
edff_count_synth = 1
yosys.area.top_type = "sky130_fd_sc_hd__dfrtp_1"
sequential_fraction_of_the_synthesis_area_pct = 37.9
synthTopLogicFamily = "simple AND/OR/NAND/NOR gates"
post_synth.cell_area_avg_um2 = 8.75
ys_sh_aoi_pct = 16.7
ys_async_sr_fraction_pct = 98.6
xor_area_share_pct = 6.25
post_synth_mux_area_share_pct = 0
post_synth_inst_count = 545
ys_ff = 72
ys_types = 56
synth.yosys.num_cells = 545
yosysWarningCount = 2
synth_top_area_share_pct = 37.3
post_synth_instance_area_um2 = 4770
synth.cells.most_frequent = "72 x sky130_fd_sc_hd__nor2_1, 71 x sky130_fd_sc_hd__dfrtp_1, 58 x sky130_fd_sc_hd__nand2_1"
netlist_top_cells_area = "sky130_fd_sc_hd__dfrtp_1 37%, sky130_fd_sc_hd__ha_1 9.2%, sky130_fd_sc_hd__nor2_1 5.7%"
most_common_flop_cell_mapped_by_yosys = "sky130_fd_sc_hd__dfrtp_1"

[final_timing]
finalClockPeriodUsage_pct = 77.8
setup_viol_count_final = 0
totalNegativeSetupSlack_ps = 0
final-max-slew-violation-count = 0
final_hold_viol_count = 0
maxClockFrequency_mhz = 218
hold_ws_ps = 489
worst_slew_pin_slew_ps = 775
timing.max_slew.rel_slack_pct = 48.1
final_critical_path_setup_slack_ps = 1310
rsz_0062_raised_after_global_routing = "no"
finalClockSkew_ps = 9.41
finalWorstPathRequiredPeriod_ps = 4590

[worst_hold_path]
hp-class = "reg2reg"
hold_depth = 1

[clocking]
cts_max_level = 3
clock_sink_count = 72
cts.root.buffer_cell = "sky130_fd_sc_hd__clkbuf_16"
cts.hold.buffers_added = 0
cts-buffers-inserted = 9
path_clk_slew_ps = 60
clkLatencyLatePin_ps = 340
post_cts_resize_count = 0
cts.path.max_buffers = 2
tritoncts = "yes"
cts_setup_buffers = 0

[worst_setup_path]
end_kind = "flip-flop"
critical_path_arrival_ps = 4810
timing.critical_path.slowest_cell_delay_ps = 630
crit_path_max_fanout = 27
path_cells = "or4_4, nor4b_4, inv_1, ha_1, nand4_1, or4_4, or3_1, o22a_2, nand3_4, nand2_4, a221o_1"
cp_common_cell = "sky130_fd_sc_hd__or4_4"
critical_path.startpoint_type = "flip-flop"
criticalPathCategory = "reg2reg"
timing.critical_path.slowest_stage_cell = "sky130_fd_sc_hd__nor4b_4"
required_ps = 6120
worst_case_reg_to_reg_path_depth = 11

[grt]
grt_max_degree = 39
antenna_found_initial = 0
gr-total-overflow = 0
first_pass_grt_wire_length_um = 18200
gr-usage-all-layers_pct = 18.6
number_of_global_route_vias_before_repair = 3682

[run]
maxCapViolCount = 0
log.warning_count = 27

[power]
p_leak_nw = 2.28
power_per_cell_area_nw_per_um2 = 245
peakVddDrop_mv = 0.158
totalPowerFinal_w = 0.00130

[place]
post_dp_hpwl_um = 7390
place.gp.congestion = 0.906
pre_cts_slack_ps = 1360
numPortBuffers = 14

[floorplan]
die_y_um = 111
dieArea_um2 = 12400
die_w_um = 111
floorplan.rows = 39
num_io_pins = 15
initCoreUtil_pct = 41.4
core_area_um2 = 11500

[cells_and_area]
layout-drive-gt1-share_pct = 6.76
flow.area_growth_from_synthesis_pct = 11.5

[outcome]
run_status = "completed"
-- layer usage --
| layer | part of all wire [%] | GRT usage, % | wire (um) | up-vias |
|---|---|---|---|---|
| met4 | 1.4 | 2.25 | 152 | 0 |
| met5 | 0 | 0 | 0 | - |
| met3 | 3.1 | 3.07 | 330 | 12 |
| met1 | 48 | 28.0 | 5180 | 1897 |
| li1 | - | - | - | 2013 |
| met2 | 47 | 29.7 | 5120 | 62 |
-- final cells by class --
cell class	instances	area [um^2]
well taps	143	179
clock inverters	7	61.3
flip-flops and latches	72	1810
multi-input cells	434	2790
inverters	22	82.6
repair buffers	18	170
clock buffers	9	225
fillers	1055	6200
-- cells in the final DEF, fill, tap and decap left out, types with 20 or more instances in the layout --
cell type                 synthesis  routed
sky130_fd_sc_hd__a21oi_1         46      46
sky130_fd_sc_hd__a221o_1         25      25
sky130_fd_sc_hd__dfrtp_1         71      71
sky130_fd_sc_hd__ha_1            35      35
sky130_fd_sc_hd__inv_1           22      21
sky130_fd_sc_hd__nand2_1         58      58
sky130_fd_sc_hd__nand3_1         30      30
sky130_fd_sc_hd__nand4_1         20      20
sky130_fd_sc_hd__nor2_1          72      71
sky130_fd_sc_hd__o21ai_0         20      20
sky130_fd_sc_hd__xor2_1          20      20
-- flip-flops by register name, indices dropped and copies added, names as in the netlist --
signal	cells
second.count	32
timeout	1
timer	6
count	32
second.div_edge	1
-- power breakdown --
group,internal (W),switching (W)
Sequential,0.000503,0.0000220
Clock,0.000293,0.000232
Combinational,0.000108,0.000146
Total,0.000905,0.000400
-- metrics by stage --
| step | util, % | instance area, um^2 | instances |
|---|---|---|---|
| floorplan | - | 4770 | 545 |
| global placement | 43.7 | 5030 | 689 |
| detailed placement | 43.7 | 5030 | 689 |
| CTS | 46.2 | 5320 | 705 |
| global route | 46.2 | 5320 | 705 |
| finish | 46.2 | 5320 | 705 |
-- worst max-delay path, delay by kind of cell (launching register included) --
kind            cells  cell delay (ps)
simple gates        7             2790
compound gates      2              650
flops               1              490
fa+ha+maj           1              340
buf+inv             1              180
-- kinds of logic (layout without fill, tap and decap cells) --
group           Yosys count  in the layout
compound gates          117            117
xor+xnor                 34             34
fa+ha+maj                35             35
buf+inv                  39             56
flops                    72             72
simple gates            248            248
-- final timing paths --
check | startpoint | to | slack (ps)
min | second.count[0]$_DFF_PP0_ | second.count[0]$_DFF_PP0_ | 490
min reg2reg | second.count[0]$_DFF_PP0_ | second.count[0]$_DFF_PP0_ | 490
max | timer[8]$_DFFE_PP0P_ | count[24]$_DFFE_PP0P_ | 1310
max reg2reg | timer[8]$_DFFE_PP0P_ | count[24]$_DFFE_PP0P_ | 1310
max in group asynchronous | reset_p | count[31]$_DFFE_PP0P_ | 3770
min in group asynchronous | reset_p | timer[6]$_DFFE_PP0P_ | 1290
Power is estimated from default activity; no workload was simulated.
