<file path="flow/run.sh">
#!/bin/bash
# OpenROAD 26Q1-2900-gdf79404cd8, Yosys 0.63+post, stock flow scripts
make -C /OpenROAD-flow-scripts/flow DESIGN_CONFIG=/design/flow/config.mk WORK_HOME=/design/flow/orfs finish
</file>
<file path="flow/config.mk">
export PLATFORM = sky130hd
export DESIGN_NAME = Spin
export DESIGN_NICKNAME = Spin
export VERILOG_FILES = /design/flow/design.v
export SDC_FILE = /design/flow/constraint.sdc
export NUM_CORES = 4
export LEC_CHECK = 1
export CORE_UTILIZATION = 30
</file>
<file path="flow/constraint.sdc">
current_design Spin

set clk_period 4.8
set clk_io_pct 0.2

create_clock -name clk0 -period $clk_period [get_ports {clk}]

set non_clock_inputs [all_inputs -no_clocks]
set_input_delay [expr $clk_period * $clk_io_pct] -clock clk0 $non_clock_inputs
set_output_delay [expr $clk_period * $clk_io_pct] -clock clk0 [all_outputs]
</file>
<file path="flow/design.v">
`timescale 1ns / 1ps
module Spin(
    input clk, reset_p,
    input btn,
    input [7:0] duty,
    output servo_pwm
    );
    reg mode;
    always @(posedge clk, posedge reset_p) begin
        if(reset_p)
            mode = 0;
        else if(!duty)
            mode = 0;
        else if(btn)
            mode = ~mode;
    end
    reg [11:0] duty_servo;
    pwm_Nbit #(.target_freq(50), .N(12), .resolution(4096)) servo_control(
        .clk(clk), .reset_p(reset_p),
        .duty(duty_servo), .pwm(servo_pwm)
    );
    reg [1:0] state;
    parameter LEFT = 1'b0;
    parameter RIGHT = 1'b1;
    wire clk_div;
    clock_div #(2_000_000) cd_duty_level(
        .clk(clk), .reset_p(reset_p),
        .div_edge(clk_div)
    );
    integer count;
    always @(posedge clk, posedge reset_p) begin
        if(reset_p) begin
            duty_servo = 288;
            state = RIGHT;
            count = 0;
        end
        else if(mode && duty && clk_div) begin
            case(state)
                RIGHT: begin
                    if(duty_servo < 400)
                        duty_servo = duty_servo + 1;
                    else begin
                        if(count < 29)
                            count = count + 1;
                        else begin
                            count = 0;
                            state = LEFT;
                        end
                    end
                end
                LEFT: begin
                    if(duty_servo > 176)
                        duty_servo = duty_servo - 1;
                    else begin
                        if(count < 29)
                            count = count + 1;
                        else begin
                            count = 0;
                            state = RIGHT;
                        end
                    end
                end
            endcase
        end
    end
endmodule
`timescale 1ns / 1ps
module clock_div #(parameter N = 100)(
    input clk, reset_p,
    output reg div_edge
    );
    integer count;
    always @(posedge clk, posedge reset_p) begin
        if(reset_p) begin
            count = 0; div_edge = 0;
        end
        else if(count < (N-1)) begin
            count = count + 1;
            div_edge = 0;    
        end
        else begin
            count = 0; div_edge = 1;     
        end
    end
endmodule
module frequency_divider #(parameter N = 15)(
    input clk, reset_p,
    output clk_div
);
    reg [N-1:0] count;
    always @(posedge clk, posedge reset_p) begin
        if(reset_p)
            count = 0;
        else begin
            count = count + 1;
        end
    end
    edge_detector_p ed(
        .clk(clk), .reset_p(reset_p), .cp(count[N-1]),
        .pedge(clk_div)
    );
endmodule
`timescale 1ns / 1ps
module pwm_Nbit #(
    parameter N = 10,
    parameter target_freq = 100,
    parameter clk_freq = 100_000_000,
    parameter resolution = 1024,
    parameter divide = clk_freq / target_freq / resolution)
    (
    input clk, reset_p, input [N-1:0] duty,
    output reg pwm
    );
    wire div_edge;
    clock_div #(divide) cd(
        clk, reset_p, div_edge
    );
    reg [N-1:0] count;
    always @(posedge clk, posedge reset_p) begin
        if(reset_p) begin
            count = 0;
            pwm = 0;
        end
        else if(div_edge) begin
            count = count + 1;
            if(count < duty) 
                pwm = 1;
            else
                pwm = 0;
        end
    end
endmodule
</file>
==> results.json <==
{
  "status": "completed",
  "grt_util_all_layers": 0.130,
  "ys_cells": 757,
  "whs_path_depth": 1,
  "grt_first_pass_wirelength_um": 25100,
  "crit_slowest_cell": "nand2_1",
  "synth-main-ff-cell": "dfrtp_1",
  "synth.avg_cell_area_um2": 9.20,
  "fin_tns_setup_ps": 0,
  "fp_util": 0.307,
  "synth_area_um2": 6960,
  "slowest_delay_ps": 610,
  "clk_pin_slew_ps": 60,
  "reg2reg_depth": 5,
  "setup_viol": 0,
  "final_cells": 1072,
  "post-place-cells": 1040,
  "drc_errors": 0,
  "ctsHtreeMaxLevel": 4,
  "rrSetupSlack_ps": 1990,
  "cpLargestDelayFamily": "AND-OR/OR-AND gates",
  "cts-root-buf": "clkbuf_16",
  "cts_setup_buffers": 0,
  "num_rows": 55,
  "wl_met3_um": 721,
  "cap_violations": 0,
  "global_route.overflow_total": 0,
  "r2r_end": "count[30]",
  "cts_tree": "built",
  "worstPathArrival_ps": 3440,
  "cp_max_fo": 20,
  "dp_hpwl_um": 9440,
  "ys.flops": 126,
  "whs_ps": 469,
  "clock-sinks": 126,
  "gp_congestion": 0.829,
  "tightest_slew_ps": 840,
  "max_freq_ghz": 0.318,
  "maxSlewViolCount": 0,
  "yosys_warnings": 4,
  "drive_gt1_frac": 0.0673,
  "synthToLayoutAreaGrowth_pct": 15.4,
  "route.met2.wl_um": 5890,
  "openroad.warnings": 28,
  "antenna_found_initial": 1,
  "drtPass1Iterations": 4,
  "fin_crit_ps": 3140,
  "report.power.total_w": 0.00239,
  "clk_latency_ps": 410,
  "drtIter0Drc": 336,
  "routed_via_density": 5.01,
  "cp_data_required_time_ps": 5100,
  "place_area_um2": 7440,
  "path_cells": "clkdlybuf4s50_1 > nor4_1 > a211o_1 > a221oi_2 > nand2_1 > o41ai_1",
  "grt_pass1_vias": 5063,
  "hold_buffers": 0,
  "chipArea_um2": 23800,
  "peakVddDrop_uv": 215,
  "wl_met1_um": 7400,
  "ys_types": 55,
  "avgRoutedWirePerCell_um": 13.3,
  "hold_path_class": "reg2reg",
  "slew_headroom": 0.435,
  "skew_ps": 10.2,
  "fin_area_um2": 8030,
  "p_per_area_nw_per_um2": 298,
  "start_kind": "input port",
  "ios": 12,
  "synth-async-reset-ratio": 1.00,
  "cts_buffers": 17,
  "die_w_um": 154,
  "grt_max_degree": 127,
  "routed_wl_um": 14300,
  "dr.max_layer_used": "met5",
  "detail-route-antenna-nets": 0,
  "worstSetupEndpointType": "register",
  "worst-path-buf-inv": 1,
  "portBuffers": 11,
  "hold_end": "servo_control.cd.count[0]",
  "fp.coreArea_um2": 22700,
  "fp.dieH_um": 154,
  "rsz0062_at_grt": "false",
  "diodes": 0,
  "synth-edff-count": 0,
  "min_from": "servo_control.cd.count[0]",
  "postSynthSeqShare": 0.453,
  "critPathKind": "in2reg",
  "ys_chip_area_um2": 6960,
  "p_leak_nw": 3.52,
  "post_cts_resize_count": 0,
  "cts.path.max_buffers": 2,
  "fin_crit_sh": 0.654,
  "r2r_start": "count[22]",
  "hold_viol": 0,
  "netlist_instances": 757,
  "vias": 5371
}
how the worst max path moves through the flow:
stage | from | endpoint | cells past startpoint
6_report | duty[2] | count[30] | 6
5_1_grt | duty[2] | count[30] | 6
4_1_cts | duty[2] | count[30] | 6
cells by family after synthesis:
logic type / synth area share
buf+inv: 0.0241
xor+xnor: 0.106
simple gates: 0.223
mux: 0.00323
compound gates: 0.141
flops: 0.453
fa+ha+maj: 0.0496
placed cells by master (no fill, tap or decap), drive strengths merged, types with 20 or more instances in the layout:
master and n:
ha 26, dfrtp 123, nand4 25, xor2 49
a21oi 25, nand2 80, clkbuf 23, o31ai 24
nor4 20, xnor2 35, nand3 34, nor2 88
o21ai 58, inv 25, and3 28
where the power goes:
| group | switching (W) | total [W] | internal, W |
|---|---|---|---|
| sequential | 0.00000269 | 0.00107 | 0.00107 |
| combinational | 0.0000258 | 0.0000393 | 0.0000134 |
| clock | 0.000465 | 0.00128 | 0.000818 |
layout make-up:
| class | instances | area [um2] |
|---|---|---|
| inverters | 25 | 96.3 |
| clock inverters | 9 | 109 |
| flip-flops and latches | 126 | 3160 |
| repair buffers | 17 | 168 |
| multi-input cells | 587 | 3660 |
| fillers | 2254 | 14700 |
| well taps | 285 | 357 |
| clock buffers | 23 | 488 |
synth_stat cells, types with 3 or more instances:
cell type,number,area [um2]
dfstp_2,3,78.8
and3_1,28,175
a21o_1,4,30.0
o31a_1,3,26.3
nor2b_1,5,31.3
nor3_1,15,75.1
o21ai_0,57,285
dfrtp_1,123,3080
a31oi_1,11,68.8
or3_1,3,18.8
o31ai_1,24,180
xnor2_1,35,307
inv_1,25,93.8
a211oi_1,5,37.5
o21a_1,7,52.6
nand2_1,80,300
nand3_1,34,170
nor2_1,87,327
xor2_1,49,429
nor4_1,19,119
nand4_1,25,156
clkbuf_1,16,60.1
nand2b_1,6,37.5
nor3b_1,3,22.5
and4_1,5,43.8
a21oi_1,25,125
ha_1,26,325
state kept, by name, summed over array words and instances, names as in the netlist:
| register | count |
|---|---|
| cd_duty_level.count | 32 |
| state | 2 |
| servo_control.pwm | 1 |
| servo_control.count | 12 |
| mode | 1 |
| cd_duty_level.div_edge | 1 |
| servo_control.cd.count | 32 |
| servo_control.cd.div_edge | 1 |
| count | 32 |
| duty_servo | 12 |
layer usage:
layer,GRT usage,up-vias
li1,-,2748
met1,0.212,2524
met2,0.182,81
met3,0.0288,16
met4,0.0222,2
met5,0,-
metrics by stage:
stage                     utilization  setup slack, ps
after floorplan                     -              489
after global placement          0.327             1250
after detailed placement        0.327             1140
after CTS                       0.354             1630
after global routing            0.354             1490
final                           0.354             1660
No activity file was given, so power comes from the tool's default toggle rates.
