[flow/design.v]
`timescale 1ns / 1ps
module auto_pause(
    input clk, reset_p, sw,
    input [7:0] duty,
    input pwm,   
    output pwm_onoff,    
    input echo, output trig
    );
    wire [11:0] distance;
    ultrasonic_sensing uls(
        .clk(clk), .reset_p(reset_p),
        .distance(distance),
        .echo(echo), .trig(trig)
    );
    wire fan_off;
    assign fan_off = (sw && duty && (distance > 500))? 1 : 0;
    assign pwm_onoff = fan_off? 0: pwm;
endmodule
module ultrasonic_sensing(
    input clk, reset_p,
    input echo,
    output reg trig,
    output reg [11:0] distance
);
    parameter IDLE = 3'b001,
              TRIGGER = 3'b010,
              CALC_DISTANCE = 3'b100;
    reg [2:0] state, next_state;
    always @(negedge clk, posedge reset_p) begin
        if(reset_p)
            state = IDLE;
        else
            state = next_state;
    end
    wire div_580;
    clock_div #(580) clock_divider(
        .clk(clk), .reset_p(reset_p),
        .div_edge(div_580)
    );
    wire echo_nedge;
    edge_detector_n echo_edge_detection(
        .clk(clk), .reset_p(reset_p),
        .cp(echo),
        .nedge(echo_nedge)
    );
    integer counter, distance_counter;
    always @(posedge clk, posedge reset_p) begin
        if(reset_p) begin
            trig = 0;
            distance = 0;
            next_state = IDLE;
            counter = 0;
            distance_counter = 0;
        end
        else begin
            case(state)
                IDLE: begin
                    if(counter < 30_000_000) begin
                        counter = counter + 1;
                    end
                    else begin
                        counter = 0;
                        distance_counter = 0;
                        next_state = TRIGGER;
                    end
                end
                TRIGGER: begin
                    if(counter < 1000) begin
                        trig = 1;
                        counter = counter + 1;
                    end
                    else begin
                        counter = 0;
                        trig = 0;
                        next_state = CALC_DISTANCE;
                    end
                end
                CALC_DISTANCE: begin
                    if(echo) begin
                        if(div_580)
                            distance_counter = distance_counter + 1;
                    end
                    else if(echo_nedge) begin
                        distance = distance_counter;
                        next_state = IDLE;
                    end
                end
                default: next_state = IDLE;
            endcase
        end
    end
endmodule
`timescale 1ns / 1ps
module edge_detector_p(
    input clk, reset_p, cp,
    output pedge
    );
    reg ff_slave, ff_master;
    always @(posedge clk, posedge reset_p)
    begin
        if(reset_p) begin
            ff_master <= 0;
            ff_slave <= 0;
        end
        else begin
            ff_master <= cp;
            ff_slave <= ff_master;
        end
    end
    assign pedge = ({ff_master, ff_slave} == 2'b10)? 1:0;
endmodule
module edge_detector_n(
    input clk, reset_p, cp,
    output nedge
    );
    reg ff_slave, ff_master;
    always @(negedge clk, posedge reset_p)
    begin
        if(reset_p) begin
            ff_master <= 0;
            ff_slave <= 0;
        end
        else begin
            ff_master <= cp;
            ff_slave <= ff_master;
        end
    end
    assign nedge = ({ff_master, ff_slave} == 2'b01)? 1:0;
endmodule
`timescale 1ns / 1ps
module clock_div #(parameter N = 100)(
    input clk, reset_p,
    output reg div_edge
    );
    integer count;
    always @(posedge clk, posedge reset_p) begin
        if(reset_p) begin
            count = 0; div_edge = 0;
        end
        else if(count < (N-1)) begin
            count = count + 1;
            div_edge = 0;    
        end
        else begin
            count = 0; div_edge = 1;     
        end
    end
endmodule
module frequency_divider #(parameter N = 15)(
    input clk, reset_p,
    output clk_div
);
    reg [N-1:0] count;
    always @(posedge clk, posedge reset_p) begin
        if(reset_p)
            count = 0;
        else begin
            count = count + 1;
        end
    end
    edge_detector_p ed(
        .clk(clk), .reset_p(reset_p), .cp(count[N-1]),
        .pedge(clk_div)
    );
endmodule
[flow/run.sh]
#!/bin/bash
# OpenROAD 26Q1-2900-gdf79404cd8, Yosys 0.63+post, stock flow scripts
make -C /OpenROAD-flow-scripts/flow DESIGN_CONFIG=/design/flow/config.mk WORK_HOME=/design/flow/orfs finish
[flow/config.mk]
export PLATFORM = sky130hd
export DESIGN_NAME = auto_pause
export DESIGN_NICKNAME = auto_pause
export VERILOG_FILES = /design/flow/design.v
export SDC_FILE = /design/flow/constraint.sdc
export NUM_CORES = 4
export LEC_CHECK = 1
export CORE_UTILIZATION = 50
[flow/constraint.sdc]
current_design auto_pause

set clk_period 3.8
set clk_io_pct 0.2

create_clock -name clk0 -period $clk_period [get_ports {clk}]

set non_clock_inputs [all_inputs -no_clocks]
set_input_delay [expr $clk_period * $clk_io_pct] -clock clk0 $non_clock_inputs
set_output_delay [expr $clk_period * $clk_io_pct] -clock clk0 [all_outputs]
==> flow_summary_export.csv <==
group,metric,value,unit
clock_tree,post_cts_buffers,0,
min_path,hold_class,"flop to flop",
routing,drt_iter0_drc,99,
cells_and_area,syn2layout_area_growth,11.8,%
cells_and_area,finish.instance_area,5570,um^2
global_routing,grt_util_all_layers,20.7,%
critical_path,crit_required,4050,ps
floorplan,core,9730,um^2
routing,routed_wl,9.34,mm
final_timing,finalSetupTns,0,ps
floorplan,die_h,102,um
synthesis,ys_warn_count,3,
synthesis,yosysUniqueCellTypes,56,
clock_tree,cts_tree,"built",
run,log.warning_count,27,
global_routing,grt_pass1_vias,3413,
clock_tree,htree_levels,3,
final_timing,hold_violations,0,
placement,hpwl,6.41,mm
floorplan,die_w,102,um
synthesis,ys_cells,492,
critical_path,end_kind,"flop",
routing,antenna_cells,0,
global_routing,grt_pass1_wl,16.5,mm
synthesis,synthCells,492,
placement,portBuffers,14,
final_timing,worst_pin_slew,833,ps
clock_tree,clockBufferDepth,2,
floorplan,num_rows,36,
critical_path,startpoint_type,"flop",
routing,wl_per_cell,14.2,um
placement,postPlaceCellArea,5340,um^2
final_timing,setup_viol,0,
clock_tree,cts.sinks,98,
clock_tree,numCtsBuffers,9,
synthesis,area_leaders,"dfrtp_1 (46%), xor2_1 (7.6%), nor2_1 (5.2%)",
synthesis,syn_area_per_cell,10.1,um^2
floorplan,fp_util,51.2,%
synthesis,yosysChipArea,4980,um^2
synthesis,syn_area,4980,um^2
synthesis,async_flop_share,100,%
synthesis,synth-seq-area-share,49.3,%
routing,first_pass_iters,4,
final_timing,fin_skew,42.4,ps
global_routing,grt_max_degree,45,
synthesis,top_cell_area_share,46.2,%
floorplan,io_pins,15,
synthesis,edf_count,0,
routing,vias,3650,
global_routing,grt.overflow.total,0,
critical_path,reg2reg_slack,150,ps
routing,drt-vias-per-instance,5.56,
final_timing,rsz0062_at_grt,"false",
synthesis,flop_cell,"dfrtp_1",
placement,place.gp.congestion,0.794,
global_routing,antenna_found_initial,0,
run_status,status,"complete, no violations",
pwr,p_leak,2.42,nW
pwr,peakVddDrop,0.228,mV
run,max_cap_violations,0,
floorplan,dieArea,10400,um^2
pwr,powerDensity,413,nW/um^2
clock_tree,cts_hold_buffers,0,
final_timing,max-slew-margin-rel,44.0,%
clock_tree,clkLatencyLatePin,390,ps
synthesis,yosysTopAreaCell,"dfrtp_1",
routing,drc,0,
synthesis,synth_flops,98,
clock_tree,cts_root_buf,"clkbuf_8",
critical_path,cp_max_fo,12,
cells_and_area,final_cell_mix,"dfrtp_1 (92), nor2_1 (69), xor2_1 (43)",
critical_path,path_class,"flop to flop",
cells_and_area,layout_top_cell,"dfrtp_1",
cells_and_area,post-route-util,57.2,%
final_timing,slew_viol_final,0,
cells_and_area,drive_gt1_share,14.7,%
critical_path,cp_data_arrival_time,3910,ps
final_timing,fin_hold_ws,329,ps
routing,antenna_left,0,
clock_tree,clkTransAtPathRegs,90,ps
stage by stage:
stage / power [mW] / instances / setup slack, ps
final: 2.30 / 656 / 148
after floorplan: 1.48 / 492 / -1.98
after global placement: 1.60 / 640 / 150
after CTS: 2.34 / 656 / 107
after detailed placement: 1.61 / 640 / 133
after global routing: 2.43 / 656 / 3.21
power breakdown:
group	switching [mW]	internal, mW	total [mW]
combinational	0.246	0.185	0.431
sequential	0.0538	1.10	1.16
clock	0.367	0.344	0.711
total	0.667	1.63	2.30
worst max-delay path, stage by stage (launching register included):
cell     delay (ps)
dfrtn_1         360
buf_4           160
xnor2_1         390
nor3_1          130
buf_4           200
and4_1          220
xnor2_1         170
nor2_2           40
metal layers:
| metal | vias to the layer above | global-route usage, % | share of wire (%) |
|---|---|---|---|
| met5 | - | 0 | 0 |
| met4 | 0 | 3.12 | 1.5 |
| met3 | 10 | 2.73 | 2.8 |
| met2 | 54 | 28.4 | 43 |
| met1 | 1757 | 37.0 | 53 |
| li1 | 1829 | - | - |
cell usage after synthesis, drive strengths merged, types with 11 or more instances:
cell / number
a41oi: 13
nor3: 19
dfrtp: 92
mux2: 11
nand2: 33
xnor2: 14
nor2: 77
xor2: 43
nand4: 30
inv: 12
nor4: 19
nand3: 31
state kept, by name (all words and copies together) (netlist names):
register and count:
uls.clock_divider.count 32, uls.counter 32, uls.distance 12, uls.distance_counter 12, uls.next_state 3, uls.state 3
uls.clock_divider.div_edge 1, uls.echo_edge_detection.ff_master 1, uls.echo_edge_detection.ff_slave 1, uls.trig 1
layout make-up:
cell class | instances | area [um^2]
clock buffers | 11 | 151
repair buffers | 31 | 272
clock inverters | 6 | 65.1
inverters | 11 | 45.0
fillers | 849 | 4160
flip-flops and latches | 98 | 2450
multi-input cells | 366 | 2410
well taps | 133 | 166
cell families (layout without fill, tap and decap cells):
group / after synthesis / count (layout) / share of synthesized area [%]
buffers and inverters: 28 / 59 / 2.61
XOR/XNOR: 57 / 57 / 10.0
multiplexers: 12 / 12 / 2.69
flip-flops: 98 / 98 / 49.3
AND/OR/NAND/NOR: 244 / 244 / 26.4
adder cells (fa/ha/maj): 3 / 3 / 0.754
AND-OR/OR-AND: 50 / 50 / 8.22
worst paths after layout:
path,start,to,depth (start not counted)
setup / recovery,uls.state[1],uls.counter[9],7
hold reg to reg,uls.echo_edge_detection.ff_master,uls.echo_edge_detection.ff_slave,0
max in group asynchronous,reset_p,uls.state[0],2
min in group asynchronous,reset_p,uls.counter[31],2
hold / removal,uls.echo_edge_detection.ff_master,uls.echo_edge_detection.ff_slave,0
setup reg to reg,uls.state[1],uls.counter[9],7
what timing repair did:
item,4_1_cts,5_1_grt
endpoints found under the hold margin,0,0
resized,0,4
endpoints found under the setup margin,0,10
Power is estimated from default activity; no workload was simulated.
